File: design/flow/config.mk
export PLATFORM = sky130hd
export DESIGN_NAME = ram
export DESIGN_NICKNAME = ram
export VERILOG_FILES = /design/flow/design.v
export SDC_FILE = /design/flow/constraint.sdc
export NUM_CORES = 4
export LEC_CHECK = 1
export CORE_UTILIZATION = 30
File: design/flow/constraint.sdc
current_design ram

set clk_period 54.7
set clk_io_pct 0.2

create_clock -name clk0 -period $clk_period [get_ports {clk}]

set non_clock_inputs [all_inputs -no_clocks]
set_input_delay [expr $clk_period * $clk_io_pct] -clock clk0 $non_clock_inputs
set_output_delay [expr $clk_period * $clk_io_pct] -clock clk0 [all_outputs]
File: design/flow/design.v
`timescale 1ns / 1ps
module ram(
    input clk,
    input ram_ena,
    input wena,
    input [4:0] addr,
    input [31:0] data_in,
    output reg[31:0] data_out
    );
	 reg [31:0] array_reg [31:0];
	 always @(posedge clk)
	 begin
	 if(ram_ena==1)
	 begin
		if (wena==1)
			begin
				array_reg[addr]=data_in;
				data_out = array_reg[addr];
			end
		end
	 end
endmodule
File: design/flow/run.sh
#!/bin/bash
# OpenROAD 26Q1-2900-gdf79404cd8, Yosys 0.63+post, stock flow scripts
make -C /OpenROAD-flow-scripts/flow DESIGN_CONFIG=/design/flow/config.mk WORK_HOME=/design/flow/orfs finish
==> results.txt <==
Here are the numbers from the latest Yosys + OpenROAD run.

The flow ran to the end, and the final reports show no timing, DRC or antenna violations. The via count of the routed design came out at 588. TritonRoute output was used to compute an average wire per cell of 10.8 um. The worst setup slack after layout is 42.52 ns. The worst setup path is captured at a flip-flop.

The OpenROAD report gives the critical path a data arrival time of 12.19 ns. Synthesis handed over a netlist of 65 instances. The combinational share of power is 0.104. Recorded from the global router log, the overflow total was 0. The pin count of the biggest net entering global routing came out at 23. The root buffer cell is clkbuf_4. The count of filler cells inserted in the layout came out at 294. The fraction of final layout cells sized beyond drive strength 1 is 0.0741. The flip-flop count of the largest register after layout came out at 32. The number of antenna violations at the first check in global routing came out at 0. The worst setup slack after placement is 42.13 ns. The highest fanout seen on the critical path is 22. The I/O pin count is 72.

The hold buffer count at cts is 0. The wire length of the first global-routing pass is 2640 um. CTS added clock buffers totalling 5. The Yosys step of the flow raised 2 warnings.

The sequential fraction of the synthesis area came out at 0.884. The maximum buffer depth of the clock tree came out at 2. The cell count listed in synth_stat.txt is 65.

The critical path is of the in -> reg type. The placement stage leaves a total instance area of 1690 um2. The relative contribution of the clock network to total power is 0.329. The peak clock frequency supported by timing is 0.0821 GHz.

In the final routing, the length of wire on met1 measures 627 um. The required time at the endpoint of the critical path is 54.71 ns. The maximum level of the CTS H-tree is 2. The met2 wirelength from detailed routing came out at 753 um. The leakage component of the power came out at 0.609 nW.

Setup repair after global routing left no endpoint under its margin. The core outline area is 3420 um2. Across all checked pins, the minimum headroom to the slew limit is 0.676. The diode insertion count for antenna repair is 0.

In this run the worst hold path is classified as in -> reg. The power report attributes to the sequential group a share of 0.567. According to the floorplan report, the die width is 62.2 um.

According to the floorplan report, the die height is 62.2 um. The total routed wirelength is 1660 um. The full die area is 3870 um2. The number of buffers inserted by port buffering is 66.

The starting utilization of the core area came out at 0.318. The final report lists the setup-violating endpoint count as 0. The total tool warning count came out at 30. The remaining number of nets flagged by the antenna check after routing came out at 0. The number of gates resized after CTS was 0. Signal nets in the final route climb as high as met4. The worst-margin pin slew is 0.487 ns. The design internal power came out at 42.9 uW. The peak supply drop is 0.0149 mV. The aggregate global-route resource usage came out at 0.0944. The post-detailed-route DRC marker count came out at 0. The number of cell rows is 21. The post-CTS repair timing setup buffer count is 0.

The number of cells traversed by the worst hold path is 1. Endpoints failing hold in the final report were tallied at 0. The synthesized netlist occupies a cell area of 1090 um2. The via count of the first global-routing pass came out at 580. The worst setup path is launched from an input pin. The area of combinational cells with multiple inputs came out at 6.26 um2. The netlist uses 3 different library cells. The cell total after placement came out at 146.

The power density over the cells came out at 29.0 nW/um2. The met3 wire length is 221 um. The average via count per standard cell is 3.82. The final max-slew violation count is 0.

The post-route clock period utilization came out at 0.223. The register area is 961 um2. After routing the design area is 1770 um2. The final report gives the core utilization as 0.518. The final cell count without fillers is 154. The average instance area after synthesis came out at 16.7 um2.

The clock period minus final worst setup slack came out at 12.18 ns. After routing, the total negative slack on setup checks comes to 0 ns. RePlAce ended its routability-driven mode at a weighted congestion of 0.660. The clock edge transition at the registers on the reported setup and hold paths is 0.09 ns. The clock sink count is 32. The flop and latch count out of synthesis came out at 32.

The area added between synthesis and finish is 62.7%. The stat command in Yosys gives a chip area of 1090 um2. The first-pass iteration count of the detailed router is 2. TritonCTS built the clock tree. The first-iteration detailed-routing DRC count is 6. The run reported a max-capacitance violation count of 0. The switching power of the nets is 8.50 uW. The switching portion of total power comes to 0.166.
==> layout make-up <==
cell class,instances,share of cell area
clock buffers,6,0.0233
clock inverters,2,0.0198
multi-input cells,1,0.00354
flip-flops and latches,32,0.543
well taps,46,0.0325
repair buffers,67,0.378
==> cell usage after synthesis <==
cell type / n / share of area
clkbuf_1: 32 / 0.11
and2_1: 1 / 0.0058
edfxtp_1: 32 / 0.88
==> worst max-delay path, cell delays in order <==
cell             delay (ns)
clkdlybuf4s50_1        0.45
and2_1                 0.43
buf_4                  0.37
==> logic make-up (layout without fill, tap and decap cells) <==
| group | after synthesis | in the layout | share of synthesized area |
|---|---|---|---|
| DFF | 32 | 32 | 0.884 |
| buffers and inverters | 32 | 75 | 0.110 |
| and+or+nand+nor | 1 | 1 | 0.00576 |
==> routing by layer <==
layer  GRT usage  vias up
met1       0.120      262
met5           0        -
li1            -      280
met4      0.0233        0
met3      0.0560        5
met2       0.144       41
==> per-stage QoR <==
step | hold WS [ns] | total power, mW
3_3_place_gp | 11.50 | 0.0351
3_5_place_dp | 11.50 | 0.0352
5_1_grt | 11.14 | 0.0540
6_report | 11.17 | 0.0514
2_1_floorplan | 11.11 | 0.0304
4_1_cts | 11.15 | 0.0525
==> power groups by stage <==
stage | Combinational [mW] | Sequential [mW] | Clock, mW
final | 0.00535 | 0.0291 | 0.0169
after global routing | 0.00578 | 0.0293 | 0.0190
after CTS | 0.00547 | 0.0292 | 0.0179
==> layout by cell type (no fill, tap or decap), drive strengths merged <==
| master | instances |
|---|---|
| edfxtp | 32 |
| clkinv | 1 |
| bufinv | 1 |
| clkbuf | 6 |
| clkdlybuf4s50 | 66 |
| and2 | 1 |
| buf | 1 |
==> path summary, 6_finish.rpt <==
| kind | start | endpoint | slack [ns] |
|---|---|---|---|
| setup / recovery | ram_ena | data_out[11] | 42.52 |
| hold / removal | data_in[16] | data_out[16] | 11.17 |
Power figures rest on the tool's default switching activity, not on a simulated workload.
